`/design/flow/config.mk`:
```
export PLATFORM = sky130hd
export DESIGN_NAME = psram_burst_controller
export DESIGN_NICKNAME = psram_burst_controller
export VERILOG_FILES = /design/flow/design.v
export SDC_FILE = /design/flow/constraint.sdc
export NUM_CORES = 4
export LEC_CHECK = 1
export CORE_UTILIZATION = 40
```
`/design/flow/constraint.sdc`:
```
current_design psram_burst_controller

set clk_period 5.9
set clk_io_pct 0.2

create_clock -name clk0 -period $clk_period [get_ports {clk_i}]

set non_clock_inputs [all_inputs -no_clocks]
set_input_delay [expr $clk_period * $clk_io_pct] -clock clk0 $non_clock_inputs
set_output_delay [expr $clk_period * $clk_io_pct] -clock clk0 [all_outputs]
```
`/design/flow/design.v`:
```
module psram_burst_controller #
(
    parameter address_width = 16,
    parameter data_width = 16,
    parameter psram_address_width = 23,
    parameter access_latency = 1,
    parameter burst_size = 31
)
(
    input rst_i,
    input clk_i,
    input [address_width-1:0] adr_i,
    input [data_width-1:0] dat_i,
    output [data_width-1:0] dat_o,
    input start_i,
    input we_i,
    output psram_clk,
    output [psram_address_width-1:0] psram_adr,
    input [data_width-1:0] psram_dat_i,
    output [data_width-1:0] psram_dat_o,
    output reg psram_data_oe,
    output psram_we_n,
    output reg psram_ce_n,
    output reg psram_adv_n,
    output reg psram_oe_n
);
reg counter_en;
reg [8:0] counter;
always@(posedge clk_i)begin
    if(!counter_en)
        counter <= 0;
    else
        counter <= counter + 1;
end
localparam state_bits = 4;
reg [state_bits-1:0] state;
reg [state_bits-1:0] next_state;
localparam state_idle= 0;
localparam state_address_set = 1;
localparam state_access_wait = 2;
localparam state_xfer = 3;
reg load_address;
reg [address_width-1:0] address_reg;
always@(posedge clk_i)begin
    if(rst_i)
        address_reg <= 0;
    else if(load_address)
        address_reg <= adr_i;
end
reg load_we;
reg we_reg;
always@(posedge clk_i)begin
    if(rst_i)
        we_reg <= 1;
    else if(load_we)
        we_reg <= we_i;
end
reg psram_dat_i_reg_en;
reg [data_width-1:0] psram_dat_i_reg;
always@(posedge clk_i)begin
    if(rst_i)
         psram_dat_i_reg <= 0;
    else if(psram_dat_i_reg_en)
         psram_dat_i_reg <= psram_dat_i;
end
reg [data_width-1:0] dat_i_reg;
always@(posedge clk_i)begin
    if(rst_i)
         dat_i_reg <= 0;
    else
         dat_i_reg <= dat_i;
end
always@(posedge clk_i)begin
    if(rst_i)
        state <= state_idle;
    else
        state <= next_state;
end
always@(*)begin
    next_state = state_idle;
    if(state == state_idle)begin
        if(start_i)
           next_state = state_address_set;
        else
           next_state = state_idle;
    end
    else if(state == state_address_set)begin
       next_state = state_access_wait;
    end
    else if(state == state_access_wait)begin
        if(counter < access_latency)
            next_state = state_access_wait;
        else
            next_state = state_xfer;
    end
    else if(state == state_xfer)begin
        if(counter < burst_size)
            next_state = state_xfer;
        else
            next_state = state_idle;
    end
end
always@(*)begin
    psram_ce_n = 1;
    psram_adv_n = 1;
    psram_oe_n = 1;
    psram_data_oe = 0;
    load_we = 0;
    load_address = 0;
    counter_en = 0;
    psram_dat_i_reg_en = 0;
    if(state == state_idle)begin
        if(start_i)begin
            load_we = 1;
            load_address = 1;
        end
    end
    else if(state == state_address_set)begin
        psram_ce_n = 0;
        psram_adv_n = 0;
    end
    else if(state == state_access_wait)begin
        psram_ce_n = 0;
        if(counter < access_latency)
            counter_en = 1;
        else
            psram_oe_n = we_reg;
    end
    else if(state == state_xfer)begin
        psram_ce_n = 0;
        psram_data_oe = we_reg;
        if(counter < burst_size)begin
            counter_en = 1;
            psram_oe_n = we_reg;
        end
        if(!we_reg)
            psram_dat_i_reg_en = 1;
    end
end
assign psram_we_n = ~we_reg;
assign psram_adr = address_reg;
assign psram_dat_o = (state == state_xfer) ? dat_i_reg : 16'hffff;
assign psram_clk = ~clk_i;
assign dat_o = psram_dat_i_reg;
endmodule
```
`/design/flow/run.sh`:
```
#!/bin/bash
# OpenROAD 26Q1-2900-gdf79404cd8, Yosys 0.63+post, stock flow scripts
make -C /OpenROAD-flow-scripts/flow DESIGN_CONFIG=/design/flow/config.mk WORK_HOME=/design/flow/orfs finish
```
==> flow_results.org <==
* Implementation run

** Yosys
- Counting the warning lines in the Yosys log gives 1.
- Asr flop ratio synth :: 0%
- Seq/Total Area, Yosys :: 53.3%
- Share of the synthesized area in the top cell type :: 53.3%
- Xor/xnor cell area share of the yosys netlist :: 1.13%
- Cell area after technology mapping :: 2330 sq um
- Top cells, area :: sky130_fd_sc_hd__dfxtp_1 (53%), sky130_fd_sc_hd__a21oi_1 (6.9%), sky130_fd_sc_hd__nand2_1 (6.1%)
- Most common reg cell :: sky130_fd_sc_hd__dfxtp_1
- AND-OR/OR-AND Cells, Area Fraction :: 14.1%
- Cell count listed in synth_stat.txt :: 263
- Synthesis area per yosys :: 2330 sq um
- Averaged over all synthesized cells, the footprint is 8.86 sq um.
- Per the synth log, the flip-flop and latch total comes to 62.
- Largest family of logic cells by area :: simple AND/OR/NAND/NOR gates
- Library cell with the largest summed area after synthesis :: sky130_fd_sc_hd__dfxtp_1
- Distinct cell type count of the synthesized netlist :: 32
- AND/OR/NAND/NOR Cells, Area Fraction :: 24.1%
- Fraction of the mapped netlist area in adder cells :: 0.537%
- After synthesis, the share of cell area in mux cells is 0%.
- Synthesized instance count :: 263
- The synthesized design contains 0 enable-type register cells.

** STA
- Per the final timing report, the hold violations number 0.
- Setup_tns :: 0 ns
- Worst clock skew :: 0.00540 ns
- The transition time recorded at the tightest slew-check pin is 0.844 ns.
- The worst pin sits at a relative slew slack of 43.5%.
- For reference, the final report shows the max-slew violation count at 0.
- Setup Viol. Count Final :: 0
- Setup repair after global routing left no endpoint under its margin.

** Route
- Using the TritonRoute via totals, the vias-per-cell ratio works out to 4.64.
- The detailed router finished its first iteration with 119 violations.
- The highest metal layer carrying signal wires in the routed design is met4.
- For this sky-water flow run, the detailed-routed wirelength per cell is reported as 11.8 um.
- DRT met1 WL :: 2390 um
- The script parses the final routing iteration and logs DRC violations as 0.
- For this run, the detailed router's first-pass iteration total came to 4.
- Vias post-DR :: 2052
- After detailed routing, the met2 layer carries 2390 um of wire.
- Antenna Nets Post-Route :: 0
- The routed design ends up with an antenna cell count of 0.
- The routed design has 5240 um of wire.
- Total met3 wirelength after detailed routing :: 398 um

** Critical path
- The report shows a maximum critical-path fanout of 9.
- For reference, the most critical setup path is categorized as clock port to output port.
- The worst setup path is launched from a clock port.
- At the worst endpoint, the required time is 4.72 ns.
- On the critical path the data arrives at 3.75 ns.
- Type of element capturing the critical path :: output port

** Floorplanning
- At the floorplan stage, the core utilization is reported as 41.8%.
- Die width :: 78.3 um
- Core area :: 5570 sq um
- According to the floorplan log, the row count is 27.
- Die Outline Area :: 6130 sq um
- Ports placed on the boundary :: 113
- The floorplan step set the die height to 78.3 um.

** Global route
- The first global-routing pass estimated 8440 um of wire.
- The number of global-route vias before repair was 1778.
- Global-route total usage across every layer :: 17.8%
- Entering global routing, the biggest net connects 55 pins.
- Antenna violations before repair :: 0
- Per the GRT congestion report, total overflow comes to 0.

** CTS
- Buffer depth of the longest clock path :: 2
- The H-tree generated during clock tree synthesis spans 3 levels.
- Post-CTS Hold Fix Bufs :: 0
- Clock insertion delay at the later pin of the skew report :: 0.33 ns
- Worst-path clk slew :: 0.07 ns
- Total of cells resized after clock tree synthesis :: 0
- Counting the buffers created by CTS gives 9.
- Clock tree from TritonCTS :: built
- Looking at the post-CTS report, the setup buffer insertion count equals 0.
- Root Buffer :: sky130_fd_sc_hd__clkbuf_8

** Placement
- In this run, placement finished with an instance count of 426.
- After its last routability iteration, the placer logged a weighted congestion of 0.737.
- According to the dpl log, the detail-placed design has an HPWL of 3480 um.
- The buffer_ports step reported a buffer count of 105.

** Power and ir drop
- Largest voltage drop on the vdd net :: 0.169 mV
- Leakage power :: 0.00129 uW
- Power spread over the standard cell area amounts to 250 nW/um^2.

** Job
- In this run the tools logged warnings totalling 28.
- Across the run, the number of max-cap violations was 0.

** Final layout
- Most instantiated logic cells after routing :: sky130_fd_sc_hd__clkdlybuf4s50_1 (104), sky130_fd_sc_hd__dfxtp_1 (62), sky130_fd_sc_hd__nand2_1 (38)
- The count of cells in the finished layout, fillers not included, comes to 442.
- In the final layout, the share of cells above drive strength 1 is 4.86%.
- Area Growth Syn to Fin :: 52.9%
- Per the cell usage report, the commonest logic cell in the layout is sky130_fd_sc_hd__clkdlybuf4s50_1.

** Run status
- Status :: finished, final reports clean

** Min path
- HP Class :: flop to flop
==> critical path, stage by stage <==
cell and delay, ns:
sky130_fd_sc_hd__clkbuf_8 0.15, sky130_fd_sc_hd__clkbuf_8 0.16, sky130_fd_sc_hd__inv_1 0.05, sky130_fd_sc_hd__clkdlybuf4s50_1 0.44
==> where the power goes <==
group          leakage, uW  switching, uW  internal, uW
Clock             0.000110            152           210
Sequential        0.000509           10.2           434
Combinational     0.000669           28.3          56.8
==> Yosys cell counts, types with 2 or more instances <==
cell type                  count
sky130_fd_sc_hd__a211oi_1      5
sky130_fd_sc_hd__a21oi_1      32
sky130_fd_sc_hd__buf_2         3
sky130_fd_sc_hd__buf_4         7
sky130_fd_sc_hd__buf_6         2
sky130_fd_sc_hd__clkbuf_1     13
sky130_fd_sc_hd__dfxtp_1      62
sky130_fd_sc_hd__inv_1         5
sky130_fd_sc_hd__nand2_1      38
sky130_fd_sc_hd__nand2b_1     18
sky130_fd_sc_hd__nand3_1      20
sky130_fd_sc_hd__nor2_1        4
sky130_fd_sc_hd__nor2b_1      18
sky130_fd_sc_hd__nor4_1        2
sky130_fd_sc_hd__o21ai_0       9
sky130_fd_sc_hd__o21ai_1       8
sky130_fd_sc_hd__xor2_1        2
==> stage by stage <==
step,hold WS (ns),setup slack [ns],util (%),cell area [sq um],total power [uW]
2_1_floorplan,0.422,1.76,-,2370,486
3_3_place_gp,0.441,1.31,60.5,3370,553
3_5_place_dp,0.446,1.31,60.5,3370,552
4_1_cts,0.456,0.948,63.9,3560,905
5_1_grt,0.477,0.920,63.9,3560,940
6_report,0.454,0.965,63.9,3560,891
==> cell families (layout without fill, tap and decap cells) <==
logic type,count (synthesis),after routing
compound gates,59,59
xor+xnor,3,3
fa+ha+maj,1,1
buf+inv,30,127
flops,62,62
other cells,1,11
simple gates,107,107
==> metal layers <==
metal	up-vias	GRT usage [%]
met5	-	0
met4	0	3.70
met3	6	4.96
met2	72	25.9
met1	908	27.6
li1	1066	-
==> worst paths after layout <==
path	from	endpoint	slack [ns]	depth (start not counted)
worst min-delay path	address_reg[11]	address_reg[11]	0.45	2
worst min register to register	address_reg[11]	address_reg[11]	0.45	2
worst max-delay path	clk_i	psram_clk	0.97	4
worst max register to register	state[3]	psram_dat_i_reg[5]	3.82	3
==> cell type report <==
class                   instances  area [sq um]
fillers                       498          2010
inverters                       4          15.0
clock buffers                  16           196
flip-flops and latches         62          1240
repair buffers                105          1040
clock inverters                 2          7.51
multi-input cells             181           968
well taps                      72          90.1
Power figures rest on the tool's default switching activity, not on a simulated workload.
